===== ./config.mk =====
export PLATFORM = sky130hd
export DESIGN_NAME = chacha
export DESIGN_NICKNAME = chacha
export VERILOG_FILES = /design/flow/design.v
export SDC_FILE = /design/flow/constraint.sdc
export NUM_CORES = 4
export LEC_CHECK = 1
export CORE_UTILIZATION = 30

===== ./design.v =====
module reg_256 #(parameter size = 256)
(
	input  logic clk, Load,
  	input  logic [size-1:0]  Data,
  	output logic [size-1:0]  Out
);
always_ff @ (posedge clk)
begin
	if (Load)
		  Out <= Data;
	else
		  Out <= Out;
end
endmodule
module chacha
			(input logic clk, Reset,
			input logic [255:0] key,
			input logic [127:0] nonce,
			output logic [511:0] stream,
			output logic Done);
logic [511:0] state_in, state_out, original_state;
logic [3:0] count_in, count_out;
logic [31:0] a1, b1, c1, d1, w1, x1, y1, z1;
logic [31:0] a2, b2, c2, d2, w2, x2, y2, z2;
logic [31:0] a3, b3, c3, d3, w3, x3, y3, z3;
logic [31:0] a4, b4, c4, d4, w4, x4, y4, z4;
logic [32:0] s1, s2, s3, s4, s5, s6, s7, s8, s9, s10, s11, s12, s13, s14, s15, s16;
logic state_load, count_load;
assign original_state = {128'h617078653320646e79622d326b206574, key, nonce};
reg_256 #(512) stateReg(.clk, .Load(state_load), .Data(state_in), .Out(state_out));
reg_256 #(4) roundReg(.clk, .Load(count_load), .Data(count_in), .Out(count_out));
quarter_round qr1(.a(a1), .b(b1), .c(c1), .d(d1), .w(w1), .x(x1), .y(y1), .z(z1));
quarter_round qr2(.a(a2), .b(b2), .c(c2), .d(d2), .w(w2), .x(x2), .y(y2), .z(z2));
quarter_round qr3(.a(a3), .b(b3), .c(c3), .d(d3), .w(w3), .x(x3), .y(y3), .z(z3));
quarter_round qr4(.a(a4), .b(b4), .c(c4), .d(d4), .w(w4), .x(x4), .y(y4), .z(z4));
enum logic [2:0] {Init, Col, Diag, Add, Finish} State, Next_State;
    always_ff @ (posedge clk)
    begin
        if(Reset)
		begin
            State <= Init;
		end
        else
            State <= Next_State;
    end
always_comb begin
    Next_State = State;
    unique case(State)
		Init: Next_State = Col;
		Col: Next_State = Diag;
		Diag:
		begin
			if(count_out == 5'b1010)
				Next_State = Add;
			else
				Next_State = Col;
		end
		Add: Next_State = Finish;
		Finish: Next_State = Finish;
		default: ;
	endcase
	state_in = state_out;
	count_in = count_out;
	Done = 1'b0;
	stream = 512'b0;
	state_load = 1'b0;
	count_load = 1'b0;
	a1 = 32'b0;
	a2 = 32'b0;
	a3 = 32'b0;
	a4 = 32'b0;
	b1 = 32'b0;
	b2 = 32'b0;
	b3 = 32'b0;
	b4 = 32'b0;
	c1 = 32'b0;
	c2 = 32'b0;
	c3 = 32'b0;
	c4 = 32'b0;
	d1 = 32'b0;
	d2 = 32'b0;
	d3 = 32'b0;
	d4 = 32'b0;
	s1 = 33'b0;
	s2 = 33'b0;
	s3 = 33'b0;
	s4 = 33'b0;
	s5 = 33'b0;
	s6 = 33'b0;
	s7 = 33'b0;
	s8 = 33'b0;
	s9 = 33'b0;
	s10 = 33'b0;
	s11 = 33'b0;
	s12 = 33'b0;
	s13 = 33'b0;
	s14 = 33'b0;
	s15 = 33'b0;
	s16 = 33'b0;
	unique case(State)
		Init:
		begin
			state_load = 1'b1;
			count_load = 1'b1;
			count_in = 4'b0;
			state_in[511:384] = 128'h617078653320646e79622d326b206574;	 
			state_in[383:128] = key;
			state_in[127:0] = nonce;
		end
		Col:
		begin
			count_load = 1'b1;
			count_in = count_out + 4'b01;
			state_load = 1'b1;
			a1 = state_out[511:480];	 
			a2 = state_out[479:448];	 
			a3 = state_out[447:416];	 
			a4 = state_out[415:384];	 
			b1 = state_out[383:352];	 
			b2 = state_out[351:320];	 
			b3 = state_out[319:288];	 
			b4 = state_out[287:256];	 
			c1 = state_out[255:224];	 
			c2 = state_out[223:192];	 
			c3 = state_out[191:160];	 
			c4 = state_out[159:128];	 
			d1 = state_out[127:96];		 
			d2 = state_out[95:64];		 
			d3 = state_out[63:32];		 
			d4 = state_out[31:0];		 
			state_in[511:480] = w1;
			state_in[479:448] = w2;
			state_in[447:416] = w3;
			state_in[415:384] = w4;
			state_in[383:352] = x1;
			state_in[351:320] = x2;
			state_in[319:288] = x3;
			state_in[287:256] = x4;
			state_in[255:224] = y1;
			state_in[223:192] = y2;
			state_in[191:160] = y3;
			state_in[159:128] = y4;
			state_in[127:96] = z1;
			state_in[95:64] = z2;
			state_in[63:32] = z3;
			state_in[31:0] = z4;
		end
		Diag:
		begin
			state_load = 1'b1;
			a1 = state_out[511:480];	 
			a2 = state_out[479:448];	 
			a3 = state_out[447:416];	 
			a4 = state_out[415:384];	 
			b1 = state_out[351:320];	 
			b2 = state_out[319:288];	 
			b3 = state_out[287:256];	 
			b4 = state_out[383:352];	 
			c1 = state_out[191:160];	 
			c2 = state_out[159:128];	 
			c3 = state_out[255:224];	 
			c4 = state_out[223:192];	 
			d1 = state_out[31:0];		 
			d2 = state_out[127:96];		 
			d3 = state_out[95:64];		 
			d4 = state_out[63:32];		 
			state_in[511:480] = w1;		 
			state_in[479:448] = w2;		 
			state_in[447:416] = w3;		 
			state_in[415:384] = w4;		 
			state_in[351:320] = x1;		 
			state_in[319:288] = x2;		 
			state_in[287:256] = x3;		 
			state_in[383:352] = x4;		 
			state_in[191:160] = y1;		 
			state_in[159:128] = y2;
			state_in[255:224] = y3;
			state_in[223:192] = y4;
			state_in[31:0] = z1;
			state_in[127:96] = z2;
			state_in[95:64] = z3;
			state_in[63:32] = z4;
		end
		Add:
		begin
			state_load = 1'b1;
			s1 = state_out[511:480] + original_state[511:480];
			s2 = state_out[479:448] + original_state[479:448];
			s3 = state_out[447:416] + original_state[447:416];
			s4 = state_out[415:384] + original_state[415:384];
			s5 = state_out[383:352] + original_state[383:352];
			s6 = state_out[351:320] + original_state[351:320];
			s7 = state_out[319:288] + original_state[319:288];
			s8 = state_out[287:256] + original_state[287:256];
			s9 = state_out[255:224] + original_state[255:224];
			s10 = state_out[223:192] + original_state[223:192];
			s11 = state_out[191:160] + original_state[191:160];
			s12 = state_out[159:128] + original_state[159:128];
			s13 = state_out[127:96] + original_state[127:96];
			s14 = state_out[95:64] + original_state[95:64];
			s15 = state_out[63:32] + original_state[63:32];
			s16 = state_out[31:0] + original_state[31:0];	 
			state_in[511:480] = s1[31:0];
			state_in[479:448] = s2[31:0];
			state_in[447:416] = s3[31:0];
			state_in[415:384] = s4[31:0];
			state_in[383:352] = s5[31:0];
			state_in[351:320] = s6[31:0];
			state_in[319:288] = s7[31:0];
			state_in[287:256] = s8[31:0];
			state_in[255:224] = s9[31:0];
			state_in[223:192] = s10[31:0];
			state_in[191:160] = s11[31:0];
			state_in[159:128] = s12[31:0];
			state_in[127:96] = s13[31:0];
			state_in[95:64] = s14[31:0];
			state_in[63:32] = s15[31:0];
			state_in[31:0] = s16[31:0];
		end
		Finish:
		begin
			Done = 1'b1;
			stream = {state_out[487:480], state_out[495:488], state_out[503:496], state_out[511:504], state_out[455:448], state_out[463:456], state_out[471:464], state_out[479:472], state_out[423:416], state_out[431:424], state_out[439:432], state_out[447:440], state_out[391:384], state_out[399:392], state_out[407:400], state_out[415:408], state_out[359:352], state_out[367:360], state_out[375:368], state_out[383:376], state_out[327:320], state_out[335:328], state_out[343:336], state_out[351:344], state_out[295:288], state_out[303:296], state_out[311:304], state_out[319:312], state_out[263:256], state_out[271:264], state_out[279:272], state_out[287:280], state_out[231:224], state_out[239:232], state_out[247:240], state_out[255:248], state_out[199:192], state_out[207:200], state_out[215:208], state_out[223:216], state_out[167:160], state_out[175:168], state_out[183:176], state_out[191:184], state_out[135:128], state_out[143:136], state_out[151:144], state_out[159:152], state_out[103:96], state_out[111:104], state_out[119:112], state_out[127:120], state_out[71:64], state_out[79:72], state_out[87:80], state_out[95:88], state_out[39:32], state_out[47:40], state_out[55:48], state_out[63:56], state_out[7:0], state_out[15:8], state_out[23:16], state_out[31:24]} ;
		end
		default: ;
	endcase
end
endmodule
module quarter_round
		(input logic [31:0] a, b, c, d,
		output logic [31:0] w, x, y, z);
logic [31:0] a2, a3;
logic [31:0] b2, b3, b4, b5;
logic [31:0] c2, c3;
logic [31:0] d2, d3, d4, d5;
always_comb
begin
	a2 = a + b;
	d2 = d ^ a2;
	d3 = {d2[15:0], d2[31:16]};
	c2 = c + d3;
	b2 = b ^ c2;
	b3 = {b2[19:0], b2[31:20]};
	a3 = a2 + b3;
	d4 = a3 ^ d3;
	d5 = {d4[23:0], d4[31:24]};
	c3 = c2 + d5;
	b4 = c3 ^ b3;
	b5 = {b4[24:0], b4[31:25]};
	w = a3;
	x = b5;
	y = c3;
	z = d5;
end
endmodule

===== ./run.sh =====
#!/bin/bash
# OpenROAD 26Q1-2900-gdf79404cd8, Yosys 0.63+post, stock flow scripts
make -C /OpenROAD-flow-scripts/flow DESIGN_CONFIG=/design/flow/config.mk WORK_HOME=/design/flow/orfs finish

===== ./constraint.sdc =====
current_design chacha

set clk_period 45.8
set clk_io_pct 0.2

create_clock -name clk0 -period $clk_period [get_ports {clk}]

set non_clock_inputs [all_inputs -no_clocks]
set_input_delay [expr $clk_period * $clk_io_pct] -clock clk0 $non_clock_inputs
set_output_delay [expr $clk_period * $clk_io_pct] -clock clk0 [all_outputs]

==> impl_metrics.toml <==
# generated from flow reports
[status]
status = "complete, no violations"

[grt]
grt_usage = 0.488
grt_pass1_wl_mm = 823
grt_pass1_vias = 82344
antenna_found_initial = 133
grt_max_degree = 141
grt.overflow.total = 0

[clock_tree]
clk_pin_slew_worst_paths_ns = 0.06
cts_sinks = 521
clockBufferDepth = 3
cts_tree = "yes"
ctsHoldBuffers = 0
htreeDepth = 3
clock.latency.late_pin_ns = 0.79
cts_root_buf = "clkbuf_16"
cts_made_buffers = 79
post_cts_resize_count = 0
cts.repair_timing.setup_buffer_count = 0

[final_layout]
stdcell_count = 14569
fin_util = 0.380
stdcell_area_um2 = 99800
synthToLayoutAreaGrowth_pct = 25.6
layout-drive-gt1-share = 0.0864

[synth]
synth_cell_types = 91
synth_warnings = 4
synth_cells = 9710
ys_cells = 9710
top_cell_area_share = 0.195
flop_cell = "edfxtp_1"
synth_area_per_cell_um2 = 8.19
edf_count = 516
synth_chip_area_um2 = 79500
async_reset_ff_frac = 0
synth_area_um2 = 79500
ys_ff = 521
synth_seq_share = 0.196
top_cells_by_area = "edfxtp_1 (19%), ha_1 (14%), xnor2_1 (8.8%)"
top_area_cell = "edfxtp_1"

[final_timing]
finalHoldViolCount = 0
finClkSkew_ns = 0.0538
tightestPinTransition_ns = 1.28
fmax_ghz = 0.0518
layout_min_cycle_time_ns = 19.29
grt_setup_unrepaired = "no"
slew_headroom = 0.147
drv_slew = 0
finalClockPeriodUsage = 0.421
totalNegativeSetupSlack_ns = 0
setup_viol = 0

[die]
die_width_um = 517
fp-utilization = 0.302
num_rows = 188
die_h_um = 517
die_area_um2 = 267000
num_io_pins = 899
core_um2 = 263000

[job]
drv_cap = 0
warnings = 36

[critical_path]
ff2ff_setup_slack_ns = 26.51
crit_path_max_incr_delay_ns = 0.67
crit_arrival_ns = 19.78
rr_startpoint = "State[2]"
worstPathRequired_ns = 46.29
crit_start = "State[2]"
crit_top_cell = "a21oi_1"
critPathCaptureType = "flip-flop"
worst_setup_path_start_kind = "flip-flop"
cp-endpoint = "stateReg.Out[293]"
r2r-end = "stateReg.Out[293]"
slowest_stage = "dfxtp_4"
critPathMaxFanout = 41
crit_type = "reg2reg"
ff2ff_path_depth = 64

[placement]
io_buffers = 898
place_congestion = 1.17
dpl.cell_count = 14348
place_area_um2 = 97100
dp_hpwl_mm = 562

[route]
drt_wl_total_mm = 649
wl_per_cell_um = 44.6
drt-pass1-iter-count = 14
drc = 0
vias = 89915
first_iter_violations = 11428
via_per_inst = 6.17
drtAntennaViolNets = 0

[worst_hold_path]
holdCritPathClass = "reg2reg"
[synthesized netlist by cell type (all sizes together) (83+ instances only)]
master  number
nand2      751
nand3      147
xnor2      800
clkbuf     332
a221o       95
a22o       196
o21a       108
nor2       573
a22oi      274
a222oi     182
and3        83
nor2b       92
xor2       579
a21oi      766
a31oi       89
inv        334
nor3       114
edfxtp     516
nand2b     139
and2       671
a21o       374
o21bai     151
o21ai      590
ha         870
[flip-flops by register name (all words and copies together) (netlist names)]
name	flops
State	5
roundReg.Out	4
stateReg.Out	512
[area by class of cell]
cell class | instances | area, µm²
Timing Repair Buffer | 1536 | 13800
Clock buffer | 102 | 2130
Sequential cell | 521 | 15600
Clock inverter | 40 | 463
Inverter | 335 | 1260
Antenna cell | 79 | 198
Tap cell | 3515 | 4400
Multi-Input combinational cell | 8441 | 61900
Fill cell | 27368 | 163000
[metal layers]
metal  vias up  part of all wire  track usage
li1      38642                 -            -
met1     44024              0.40        0.641
met2      5993              0.38        0.629
met3      1178              0.14        0.243
met4        78             0.078        0.317
met5         -            0.0017      0.00865
[cell families after synthesis]
group / share of synthesized area
buffers and inverters: 0.0354
multiplexers: 0.00469
adder cells (fa/ha/maj): 0.144
AND/OR/NAND/NOR: 0.173
AND-OR/OR-AND: 0.290
XOR/XNOR: 0.157
flip-flops: 0.196
[layout by cell type, fill, tap and decap left out, types with 95 or more instances in the layout]
cell type	synthesis	final
nand2b_1	139	139
ha_1	870	870
nor2_1	573	571
a222oi_1	182	182
xor2_1	579	535
buf_4	0	633
a21o_1	374	374
and2_1	671	671
xnor2_1	799	747
o21bai_1	151	151
nand3_1	147	147
a221o_1	95	95
a22oi_1	274	268
a21oi_1	762	762
a22o_1	196	196
o21ai_0	586	584
clkdlybuf4s50_1	0	898
nand2_1	751	749
edfxtp_1	516	516
o21a_1	108	108
inv_1	334	333
nor3_1	114	114
[metrics by stage]
step / setup WS, ns / hold WS [ns]
floorplan: 32.11 / 0.482
global placement: 27.14 / 0.602
detailed placement: 26.94 / 0.609
CTS: 26.85 / 0.614
global route: 25.63 / 0.645
finish: 26.51 / 0.617
[how the worst min path moves through the flow]
| stage | startpoint | to | slack, ns | depth (start not counted) |
|---|---|---|---|---|
| CTS | roundReg.Out[0] | roundReg.Out[0] | 0.61 | 1 |
| global route | roundReg.Out[0] | roundReg.Out[0] | 0.64 | 1 |
| finish | roundReg.Out[0] | roundReg.Out[0] | 0.62 | 1 |
[critical path, delay by kind of cell, from the launching register on]
kind                       cells  cell delay [ns]
and+or+nand+nor                5             1.29
buffers and inverters          6             2.22
xor gates and xnor gates       8             2.71
DFF                            1             0.67
adders and majority gates      6             2.09
AOI/OAI and AO/OA             39             9.86
