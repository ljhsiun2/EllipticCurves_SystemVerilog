File: /design/flow/run.sh
#!/bin/bash
# OpenROAD 26Q1-2900-gdf79404cd8, Yosys 0.63+post, stock flow scripts
make -C /OpenROAD-flow-scripts/flow DESIGN_CONFIG=/design/flow/config.mk WORK_HOME=/design/flow/orfs finish
File: /design/flow/config.mk
export PLATFORM = sky130hd
export DESIGN_NAME = modular_inverse
export DESIGN_NICKNAME = modular_inverse
export VERILOG_FILES = /design/flow/design.v
export SDC_FILE = /design/flow/constraint.sdc
export NUM_CORES = 4
export LEC_CHECK = 1
export CORE_UTILIZATION = 50
File: /design/flow/constraint.sdc
current_design modular_inverse

set clk_period 227.8
set clk_io_pct 0.2

create_clock -name clk0 -period $clk_period [get_ports {clk}]

set non_clock_inputs [all_inputs -no_clocks]
set_input_delay [expr $clk_period * $clk_io_pct] -clock clk0 $non_clock_inputs
set_output_delay [expr $clk_period * $clk_io_pct] -clock clk0 [all_outputs]
File: /design/flow/design.v
module reg_256 #(parameter size = 256)
(
	input  logic clk, Load,
  	input  logic [size-1:0]  Data,
  	output logic [size-1:0]  Out
);
always_ff @ (posedge clk)
begin
	if (Load)
		  Out <= Data;
	else
		  Out <= Out;
end
endmodule
import elliptic_curve_structs::*;
module modular_inverse (
	input logic clk, Reset,
	input logic [511:0] in,
	output logic [255:0] out,
	output logic Done
);
	logic u_load, v_load, g1_load, g2_load, status, count_load;
	logic [511:0] u_in, u_out, g1_in, g1_out, g2_in, g2_out;
	logic [511:0] v_in, v_out;
	logic [10:0] count_in, count_out;
	enum logic [2:0] {Init, Start, Check_u, Check_v, Check_deg, Finish, Wait} State, Next_State;
	reg_256 #(512) u(.clk, .Load(u_load), .Data(u_in), .Out(u_out));
	reg_256 #(512) v(.clk, .Load(v_load), .Data(v_in), .Out(v_out));
	reg_256 #(512) g1(.clk, .Load(g1_load), .Data(g1_in), .Out(g1_out));
	reg_256 #(512) g2(.clk, .Load(g2_load), .Data(g2_in), .Out(g2_out));
	reg_256 #(11) counter(.clk, .Load(count_load), .Data(count_in), .Out(count_out));
	always_ff @ (posedge clk)
	begin
		if(Reset)
		    State <= Init;
		else
		    State <= Next_State;
	end
	always_comb
	begin
		Next_State = State;
		unique case(State)
			Init:
			begin
				Next_State = Start;
			end
			Start:
			begin
				if(u_out == 512'b01 || v_out == 512'b01)
					Next_State = Wait;
				else if(u_out[0] == 0)
					Next_State = Check_u;
				else if(v_out[0] == 0)
					Next_State = Check_v;
				else
					Next_State = Check_deg;
			end
			Check_u:
			begin
				 if(u_out[0] == 0)
					Next_State = Check_u;
				else if(v_out[0] == 0)
					Next_State = Check_v;
				else
					Next_State = Check_deg;
			end
			Check_v:
			begin
				 if(v_out[0] == 0)
					Next_State = Check_v;
				else
					Next_State = Check_deg;
			end
			Check_deg:
			begin
				Next_State = Start;
			end
			Wait : if(count_out == 11'd470) Next_State = Finish;
			Finish:
			begin
				Next_State = Finish;
			end
			default: Next_State = Init;
		endcase
		u_in = u_out;
		v_in = v_out;
		g1_in = g1_out;
		g2_in = g2_out;
		u_load = 1'b0;
		v_load = 1'b0;
		g1_load = 1'b0;
		g2_load = 1'b0;
		out = 256'b0;
		Done = 1'b0;
		count_load = 1'b1;
		count_in = count_out + 1;
		unique case(State)
			Init:
			begin
				u_in = in;
				v_in = params.p;
				Done = 1'b0;
				g1_in = 512'b01;
				g2_in = 512'b0;
				u_load = 1'b1;
				v_load = 1'b1;
				g1_load = 1'b1;
				g2_load = 1'b1;
				count_in = 0;
			end
			Start:
			begin
			end
			Check_u:
			begin
				u_in = u_out >> 1;	 
				if(g1_out[0] == 0)
					g1_in = g1_out >> 1;
				else
					g1_in = (g1_out + params.p) >> 1;
				if(u_out != 512'b01 && u_out[0] == 0)
				begin
					u_load = 1'b1;
					g1_load = 1'b1;
				end
			end
			Check_v:
			begin
				v_in = v_out >> 1;
				if(g2_out[0] == 0)
					g2_in = g2_out >> 1;
				else
					g2_in = (g2_out + params.p) >> 1;
				if(v_out != 512'b01 && v_out[0] == 0)
				begin
					v_load = 1'b1;
					g2_load = 1'b1;
				end
			end
			Check_deg:
			begin
				if(u_out > v_out && u_out >= ((v_out << 1) - v_out))
				begin
					u_in = u_out + v_out;
					g1_in = g1_out + g2_out;
					u_load = 1'b1;
					g1_load = 1'b1;
				end
				else
				begin
					v_in = v_out + u_out;
					g2_in = g2_out + g1_out;
					v_load = 1'b1;
					g2_load = 1'b1;
				end
			end
			Wait : begin
				if(count_out != 11'd470)
					count_in = count_out + 1;
			end
			Finish:
			begin
				Done = 1'b1;
				if(u_out == 512'b01)
					out = g1_out[255:0];
				else
					out = g2_out[255:0];
			end
			default: ;
		endcase
	end
endmodule
==> results.toml <==
# flow metrics
[final_timing]
whs_ns = 0.462
skew_ns = 0.116
clock.fmax_ghz = 0.0188
finalCriticalPeriod_ns = 53.21
finalMaxSlewViolations = 9
max-slew-margin-rel = -0.226
finalCritPeriodShare = 0.234
rsz0062_at_grt = "false"
tightest_slew_ns = 1.82
tns_ns = 0
finalSetupViolations = 0
hold_viol_final = 0

[critical_path]
crit_required_ns = 182.24
crit_cells = 12
endpoint_kind = "primary output"
crit_fanout = 43
reg2regPathDepth = 48
rr_startpoint = "v.Out[48]"
crit_chain = "nor4_1 > nand4_1 > nor4_2 > buf_4 > nand4_1 > nor2_4 > buf_4 > buf_4 > buf_4 > mux2i_1 > nor2b_1 > clkdlybuf4s50_1"
path_buffers = 5
cp_common_cell = "buf_4"
crit_type = "reg -> out"
arrival_ns = 7.65
cp_slowest_stage_delay_ns = 0.99
critical-path-top-delay-family = "simple AND/OR/NAND/NOR gates"
cp_slowest_cell = "nor4_1"
startpoint_type = "flop"
crit_start = "u.Out[376]"

[global_route]
track_usage = 0.564
grt_pass1_wl_mm = 1870
grt_max_degree = 129
antenna_found_initial = 174
gr-total-overflow = 0
grt_pass1_vias = 258000

[clocking]
holdBufCountCts = 0
cts_buffer_depth = 4
htreeDepth = 5
cts_setup_buffers = 0
cts-buffers-inserted = 267
cts_tree = "yes"
cts_resized = 0
path_clk_slew_ns = 0.06
cts_root_buf = "clkbuf_16"
cts_sinks = 2066
clock_latency_ns = 1.05

[synthesis]
avgSynthCellArea_um2 = 7.68
ys_seq_frac = 0.257
ys_async_sr_fraction = 0
synth_warnings = 6
synth_cell_type_count = 102
syn_inst = 31400
syn_area_mm2 = 0.241
yosys_cells = 31400
synth_flops = 2066
ys_chip_area_mm2 = 0.241
synthFlopType = "edfxtp_1"
enable_flop_cells = 2048

[final_layout]
drive_gt1_frac = 0.0421
lay_top_count = "nand2_1"
final_cell_mix = "nand2_1, a21oi_1, nor2_1"
nFillCells = 43100
syn2layout_area_growth_pct = 11.1

[placed_design]
gp_congestion = 1.28
dp.final_hpwl_mm = 1120
port_buffers = 770

[pwr]
sw_frac_of_total = 0.499
p_switching_uw = 1070
ir_worst_vdd_mv = 0.0105
intPower_uw = 1070
combPwrFrac = 0.547
p_seq_frac = 0.247
powerDensity_mw_per_mm2 = 8.02
p_leak_uw = 0.111
clkPwrFrac = 0.206

[status]
status = "finished with violations"
violations = "capacitance limit, slew limit"

[worst_hold_path]
hold_path_depth = 2
hold_class = "reg -> reg"
hp-start = "State[3]"

[die]
die_area_mm2 = 0.484
die_x_um = 696
design.core.area_mm2 = 0.479
dieHeight_um = 696
fp_util = 0.503
io_pins = 771
core.rowCount = 254

[route]
ant_nets = 0
drt_pass1_iterations = 10
routed_wl_mm = 1350
vias_per_cell = 6.98
drc = 0
drtIter0Drc = 34800
wire_per_inst_um = 34.8
vias = 271000

[job]
cap_violations = 3
warning_count = 816
final cells by class:
| class | instances | area, um2 | area share |
|---|---|---|---|
| Tap cell | 6400 | 8010 | 0.0299 |
| Clock inverter | 148 | 1650 | 0.00618 |
| Antenna cell | 164 | 410 | 0.00153 |
| Inverter | 1619 | 6080 | 0.0227 |
| Clock buffer | 329 | 7030 | 0.0263 |
| Sequential cell | 2066 | 61900 | 0.231 |
| Timing Repair Buffer | 1526 | 13500 | 0.0503 |
| Multi-Input combinational cell | 26600 | 169000 | 0.632 |
worst register-to-register path, delay by kind of cell, from the launching register on:
kind | cells | cell delay (ns)
AOI/OAI and AO/OA | 23 | 8.54
buffers and inverters | 9 | 4.62
and+or+nand+nor | 13 | 3.42
adders and majority gates | 2 | 0.67
DFF | 1 | 0.52
xor gates and xnor gates | 1 | 0.29
state kept, by name (all words and copies together), names as in the netlist:
signal	cells
counter.Out	11
u.Out	512
g1.Out	512
v.Out	512
State	7
g2.Out	512
path summary, 6_finish.rpt:
check / to / slack (ns)
worst max-delay path: out[237] / 174.59
worst max register to register: g2.Out[187] / 209.34
worst min-delay path: State[3] / 0.46
worst min register to register: State[3] / 0.46
through the flow:
step	utilization	total power, uW	instances	area, um2	setup slack (ns)
3_3_place_gp	0.540	1620	38200	258000	176.30
2_1_floorplan	-	1260	31400	241000	143.63
5_1_grt	0.558	2200	38800	267000	174.70
6_report	0.559	2150	38900	268000	174.59
3_5_place_dp	0.540	1610	38200	258000	176.10
4_1_cts	0.558	2060	38700	267000	175.02
power groups by stage:
stage	Sequential [uW]	Clock (uW)	Combinational [uW]
5_1_grt	531	454	1210
6_report	530	443	1170
4_1_cts	525	441	1090
routing by layer:
layer,track usage,part of all wire,vias to the layer above
met1,0.678,0.35,127000
met3,0.367,0.18,5201
li1,-,-,117000
met5,0.142,0.0062,-
met2,0.710,0.37,22400
met4,0.405,0.097,236
synthesized netlist by cell type (753+ instances only):
| master | n | area (um2) |
|---|---|---|
| nand2_1 | 4689 | 17600 |
| a21oi_1 | 3833 | 19200 |
| nor2_1 | 2819 | 10600 |
| ha_1 | 2812 | 35200 |
| o21ai_0 | 2277 | 11400 |
| edfxtp_1 | 2048 | 61500 |
| inv_1 | 1616 | 6070 |
| a21o_1 | 1204 | 9040 |
| xnor2_1 | 1144 | 10000 |
| clkbuf_1 | 962 | 3610 |
| nand4_1 | 899 | 5620 |
| nor4_1 | 753 | 4710 |
kinds of logic (layout without fill, tap and decap cells):
logic type | Yosys count | count (layout) | synth area share
DFF | 2066 | 2066 | 0.257
AOI/OAI and AO/OA | 10400 | 10400 | 0.266
buffers and inverters | 2695 | 3622 | 0.0420
adders and majority gates | 2814 | 2814 | 0.146
xor gates and xnor gates | 1488 | 1488 | 0.0541
other | 0 | 164 | 0
muxes | 261 | 261 | 0.0108
and+or+nand+nor | 11700 | 11700 | 0.223
Power is estimated from default activity; no workload was simulated.
