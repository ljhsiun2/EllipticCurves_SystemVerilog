==> design/flow/config.mk <==
export PLATFORM = sky130hd
export DESIGN_NAME = add
export DESIGN_NICKNAME = add
export VERILOG_FILES = /design/flow/design.v
export SDC_FILE = /design/flow/constraint.sdc
export NUM_CORES = 4
export LEC_CHECK = 1
export CORE_AREA = 10 10 320 320
export DIE_AREA = 0 0 330 330
==> design/flow/constraint.sdc <==
current_design add

set clk_period 159.7
set clk_io_pct 0.2

create_clock -name clk0 -period $clk_period

set non_clock_inputs [all_inputs -no_clocks]
set_input_delay [expr $clk_period * $clk_io_pct] -clock clk0 $non_clock_inputs
set_output_delay [expr $clk_period * $clk_io_pct] -clock clk0 [all_outputs]
==> design/flow/design.v <==
import elliptic_curve_structs::*;
module add
	(input logic [255:0] a, b,
	 input logic op,
	output logic [255:0] sum);
logic [256:0] temp1, temp2;
always_comb
begin
	if(op) begin
			temp1 = a-b;
			temp2 = (a-b) + params.p;
			if(temp1[256])
				sum = temp2[255:0];
			else
				sum = temp1[255:0];
	end
	else begin
		temp1 = a + b;
		temp2 = (a + b) - params.p;
		if(temp1 >= params.p)
			sum = temp2[255:0];
		else
			sum = temp1[255:0];
	end
end
endmodule
==> design/flow/run.sh <==
#!/bin/bash
# OpenROAD 26Q1-2900-gdf79404cd8, Yosys 0.63+post, stock flow scripts
make -C /OpenROAD-flow-scripts/flow DESIGN_CONFIG=/design/flow/config.mk WORK_HOME=/design/flow/orfs finish
==> results.json <==
{
  "status": "completed",
  "period_needed_ns": 73.97,
  "drv_cap": 0,
  "synthCells": 4032,
  "die-height_um": 330,
  "worst_setup_path_end_kind": "output port",
  "initialDrtViolationCount": 3544,
  "cts_setup_buffers": 0,
  "hold_start": "a[0]",
  "avgSynthCellArea_um2": 6.11,
  "dp_cells": 5975,
  "die_area_um2": 109000,
  "fp_util_pct": 25.9,
  "antenna_left": 0,
  "worstHoldPathType": "in2out",
  "max_slew_margin_pct": 24.5,
  "startpoint_type": "input pin",
  "area_growth_pct": 37.1,
  "p_int_mw": 0.0962,
  "switching_power_mw": 0.120,
  "routed_wl_um": 179000,
  "maxSlewViolCount": 0,
  "leakage_nw": 12.0,
  "pre_cts_slack_ns": 86.09,
  "drtPass1Iterations": 6,
  "yosysWarningCount": 4,
  "gp_congestion": 1.11,
  "setup_viol": 0,
  "seq_cell_count": 0,
  "final_area_um2": 33800,
  "grt.overflow.total": 0,
  "io_pins": 769,
  "synth.distinct_cells": 76,
  "hpwl_um": 160000,
  "dpl_cell_area_um2": 33800,
  "critPathKind": "in2out",
  "grt_use_total_pct": 31.3,
  "drc_errors": 0,
  "tool_warnings": 32,
  "peakVddDrop_mv": 0.00366,
  "hold_viol": 0,
  "stdcell_count": 5982,
  "grt_max_degree": 82,
  "postCtsHoldBufs": 0,
  "grt_pass1_wl_um": 247000,
  "fill_cells": 10450,
  "n_clock_buffer": 0,
  "grtUsageMet2_pct": 49.4,
  "seq_area_um2": 0,
  "p_seq_share_pct": 0,
  "required_ns": 127.76,
  "rsz0062_at_grt": "no",
  "met1_usage_pct": 40.2,
  "crit_fanout": 7,
  "max_freq_ghz": 0.0135,
  "wl_per_cell_um": 29.8,
  "core_um2": 95200,
  "postSynthSeqShare_pct": 0,
  "antenna_found_initial": 34,
  "fin_ws_ns": 85.73,
  "p_per_area_nw_per_um2": 6.39,
  "drive_gt1_share_pct": 2.17,
  "die_w_um": 330,
  "arrival_ns": 42.03,
  "power_frac_comb_pct": 100.0,
  "syn-cell-area_um2": 24600,
  "port_buffers": 769,
  "grt_pass1_vias": 33920,
  "yosys-stat-area_um2": 24600,
  "ys_cells": 4032,
  "cp-startpoint": "b[5]",
  "fin_crit_sh_pct": 46.3,
  "vias": 35346,
  "swShare_pct": 55.5,
  "top_usage_layer": "met2",
  "viasPerCell": 5.91,
  "rows": 113,
  "worst_slew_pin_slew_ns": 1.12,
  "ctsResizeCount": 0,
  "fin_hold_ws_ns": 64.93,
  "grt_use_met3_pct": 8.61,
  "tns_ns": 0,
  "p_clk_share_pct": 0
}
## cells by family (layout without fill, tap and decap cells)
logic type / Yosys count / in the layout / synth area share, %
buffers and inverters: 250 / 928 / 3.85
other: 0 / 7 / 0
adders and majority gates: 257 / 257 / 13.1
and+or+nand+nor: 1634 / 1634 / 31.6
xor gates and xnor gates: 509 / 509 / 18.1
muxes: 1 / 1 / 0.0406
AOI/OAI and AO/OA: 1381 / 1381 / 33.3
## cells in the final DEF (no fill, tap or decap), drive strengths merged, types with 19 or more instances in the layout
master,netlist,routed
and3,19,19
nor2,488,488
clkdlybuf4s50,0,768
buf,15,52
o211ai,21,21
o21ai,303,303
or4,25,25
a31oi,69,69
nand2,441,441
o31ai,30,30
nor4,94,94
a21o,104,104
or2,29,29
nand4,135,135
nand3,72,72
nor3,177,177
o21bai,99,99
a21boi,20,20
or3,41,41
and2,30,30
inv,108,108
xor2,120,120
o21a,38,38
nand2b,30,30
xnor2,389,389
ha,256,256
a21oi,585,585
## final timing paths
| check | endpoint | slack [ns] | cells past startpoint |
|---|---|---|---|
| worst max-delay path | sum[243] | 85.73 | 28 |
| worst min-delay path | sum[0] | 64.93 | 5 |
## power by group through the flow
stage                 clock network, mW  logic, mW  registers [mW]
after CTS                             0      0.213               0
after global routing      0.00000000339      0.228               0
final                     0.00000000596      0.216               0
## layout make-up
class	instances	area (um2)	area share, %
timing repair buffer	820	8090	24.0
antenna	7	17.5	0.0518
multi-input combinational	3782	23700	70.1
inverter	108	405	1.20
tap	1265	1580	4.68
## cell usage after synthesis (all sizes together), types with 38 or more instances
master	number	area [um2]
xor2	120	1050
o21a	38	285
nor4	94	639
ha	256	3200
a21oi	585	2930
nor2	488	1840
nand4	135	851
nand2	441	1660
or3	41	257
o21bai	99	743
inv	108	405
o21ai	303	1520
xnor2	389	3410
nor3	177	886
a31oi	69	432
a21o	104	781
nand3	72	378
clkbuf	127	477
## stage by stage
step           total power, mW  util (%)
2_1_floorplan           0.0949         -
3_3_place_gp             0.214      35.5
3_5_place_dp             0.211      35.5
4_1_cts                  0.213      35.5
5_1_grt                  0.228      35.5
6_report                 0.216      35.5
## critical path, stage by stage
cell and delay (ns):
clkdlybuf4s50_1 0.55, or4_4 0.56, or4_1 0.66, nor4_4 0.26
buf_4 0.23, and3_1 0.34, nand4_1 0.30, nor2_1 0.26
and3_1 0.32, nand3_1 0.32, nor2_1 0.68, nor2_1 0.12
xnor2_1 0.18, ha_1 0.46, nand4_1 0.19, or2_2 0.34
or2_2 0.35, nor4_1 0.37, nand4_1 0.17, o221a_2 0.35
o21ai_0 0.52, a221oi_1 0.16, buf_4 0.19, nor4_1 0.79
a41oi_1 0.32, o21ai_0 0.32, xnor2_1 0.16, clkdlybuf4s50_1 0.58
## per-layer routing
| layer | vias to the layer above | share of wire, % |
|---|---|---|
| met4 | 32 | 4.7 |
| met3 | 365 | 10 |
| met2 | 2063 | 44 |
| met5 | - | 0.12 |
| li1 | 16213 | - |
| met1 | 16673 | 41 |
No activity file was given, so power comes from the tool's default toggle rates.
